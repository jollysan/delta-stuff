`flow/run.sh`:
```
#!/bin/bash
# OpenROAD 26Q1-2900-gdf79404cd8, Yosys 0.63+post, stock flow scripts
make -C /OpenROAD-flow-scripts/flow DESIGN_CONFIG=/design/flow/config.mk WORK_HOME=/design/flow/orfs finish
```
`flow/config.mk`:
```
export PLATFORM = sky130hd
export DESIGN_NAME = comparator
export DESIGN_NICKNAME = comparator
export VERILOG_FILES = /design/flow/design.v
export SDC_FILE = /design/flow/constraint.sdc
export NUM_CORES = 4
export LEC_CHECK = 1
export CORE_AREA = 10 10 70 70
export DIE_AREA = 0 0 80 80
```
`flow/constraint.sdc`:
```
current_design comparator

set clk_period 1.6
set clk_io_pct 0.2

create_clock -name clk0 -period $clk_period

set non_clock_inputs [all_inputs -no_clocks]
set_input_delay [expr $clk_period * $clk_io_pct] -clock clk0 $non_clock_inputs
set_output_delay [expr $clk_period * $clk_io_pct] -clock clk0 [all_outputs]
```
`flow/design.v`:
```
parameter WIDTH = 4;
module comparator(in1, in2, less, great, eq);
	input [WIDTH-1:0] in1, in2;	 
	output reg less, great, eq;	 
	reg [WIDTH-1:0] wir;		 
	reg det;			 
	always@(in1, in2, less, great, eq)begin	 
		det = 1'b0;	 
		for(int i = 0; i < WIDTH; i = i + 1)begin	 
			wir[WIDTH-1-i] = in1[WIDTH-1-i] ^ in2[WIDTH-1-i];	 
			if(wir[WIDTH-1-i] && ~det)begin	 
				great = in1[WIDTH-1-i];
				less = ~in1[WIDTH-1-i];
				eq = 1'b0;	 
				det = 1'b1;	 
			end
		end
		if(~det)begin	 
			eq = 1'b1;	 
			less = 1'b0;	 
			great = 1'b0;
		end
	end
endmodule
```
==> results.txt <==
Notes on the flow outputs.

- The flow ran to the end, and the final reports show no timing, DRC or antenna violations.
- The kind of launch point of the worst setup path is an input port.
- The count of input and output buffers is 11.
- The count of clock-net buffers in the final layout reads 0.
- The final layout report lists a filler cell count of 410.
- The flip-flop and latch count is 0.
- The worst path buffer plus inverter count reads 4.
- After layout, the minimum clock period comes to 1.549 ns.
- The slowest stage cell on the critical path is sky130_fd_sc_hd__and2b_2.
- Measured along the x axis, the die boundary spans 80 um.
- The signal arrival time at the worst endpoint is 1.23 ns.
- The placement summary gives the final routability congestion estimate as 0.6885.
- The fraction of final layout cells with drive strength greater than 1 reads 66.67%.
- The startpoint-to-endpoint class of the critical path reads input port to primary output.
- The number of cells reported by Yosys stat comes to 15.
- Power comes to 0.06768 mW.
- The final-report max-slew violation count is 0.
- The report lists the number of standard-cell rows as 21.
- The worst hold margin is 1.053 ns.
- The register area is 0 um2.
- The critical path depth in cells is 7.
- The routed layout has 165 vias.
- The number of failing setup endpoints in the final timing report reads 0.
- After synthesis, the chip area reported by Yosys is 105.1 um2.
- The warning total across the stage logs reads 32.
- The slew at the pin closest to its max-slew limit is 0.2158 ns.
- The first TritonRoute pass finished after 2 iterations.
- The data required time at the worst endpoint reads 1.28 ns.
- The share of the cycle needed by the critical path after routing reads 96.79%.
- The count of unique library cells instantiated by Yosys reads 10.
- The number of antenna violations at the first check in global routing is 0.
- The report shows a maximum critical-path fanout of 2.
- The final non-filler cell total reads 76.
- The type recorded for the worst min-delay path is input port to primary output.
- The number of maximum-capacitance constraint violations reads 0.
- The cell occurring most often along the worst timing path is sky130_fd_sc_hd__buf_2.
- Timing would allow up to 645.7 MHz.
- The least setup slack across all paths after layout is 0.05141 ns.
- By instance count after routing, the leading logic cell types are sky130_fd_sc_hd__buf_2 (6), sky130_fd_sc_hd__clkbuf_2 (3), sky130_fd_sc_hd__buf_4 (3).
- The area of the mapped netlist is 105.1 um2.
- The sequential-to-total area share from yosys stat reads 0%.
- STA classifies the critical path endpoint as a primary output.
- The number of ports placed on the die boundary is 11.
- The script extracted a total leakage power of 0.1148 nW.
- The cell count after synthesis came out at 15.
- The antenna diode count is 0.
- The total routing resource utilization after global routing reads 1.570%.
- The number of global-route vias before repair is 161.
- The family with the most delay on the worst path reads buffers and inverters.
- The maximum number of pins on one net before global-route repair reads 4.
- The detailed-route vias per instance is 2.171.
- The height of the chip is 80 um.
- The capture point of the critical path reads great.
- Before placement the cells fill 3.077% of the core.
- For this run, the number of Yosys warnings is 1.
- The DRC violation total left in the routed layout is recorded as 0.
- The worst VDD IR drop from the latest analysis is 28.68 uV.
- The overall routed net length reads 575 um.
- In this run the tightest slew margin relative to its limit is 85.55%.
- Per the GRT congestion report, total overflow comes to 0.
- The chip occupies 6400 um2.
- The post-place setup slack reads -0.5973 ns.
- The launching instance or port of the critical path reads in2[1].
- The final hold violation count is 0.
- Listed in order, past its start point the critical path passes buf_2 -> and2b_2 -> a31oi_4 -> buf_6 -> buf_4 -> o211ai_1 -> buf_2.
- The post-placement cell count reads 72.
- The number of design-rule violations left by the first detailed-router iteration reads 11.
- The floorplan core area is 3416 um2.
- The highest cell delay on the worst timing path reads 0.24 ns.
- The average wire length per cell after detail routing is 7.566 um.
- Total power normalized to cell area comes to 229.2 nW/um2.
- Setup repair after global routing left no endpoint under its margin.
- The report puts the hold buffer count at CTS at 0.
- The average footprint of a synthesized cell is 7.007 um2.
- The most frequently placed logic cell in the final layout reads sky130_fd_sc_hd__buf_2.
- The first-pass GRT wire length is 793 um.
- The relative area change from synthesis to final layout is 181.0%.
- The number of nets with antenna violations after routing is 0.
## cells by family (layout without fill, tap and decap cells)
family | count (synthesis) | count (layout) | synth area share [%]
and+or+nand+nor | 8 | 8 | 50.01
buffers and inverters | 1 | 16 | 3.568
AOI/OAI and AO/OA | 4 | 4 | 29.76
xor gates and xnor gates | 2 | 2 | 16.67
## how the worst min path moves through the flow
stage	start	end	slack [ns]	depth (start not counted)
CTS	in1[2]	great	1.17	4
finish	in1[2]	great	1.05	4
global route	in1[2]	great	1.10	4
## repair_timing
action / CTS / global route
resized: 34 / 6
endpoints found under the setup margin: 3 / 3
cloned: 0 / 0
setup buffers: 3 / 1
pin swaps: 8 / 4
## cell type report
cell class | instances | area, um2 | share of cell area (%)
Timing Repair Buffer | 15 | 98.84 | 33.47
Tap cell | 46 | 57.56 | 19.49
Inverter | 1 | 3.754 | 1.271
Multi-Input combinational cell | 14 | 135.1 | 45.76
## where the power goes
| part | internal [mW] | switching [mW] | total, mW |
|---|---|---|---|
| Sequential | 0 | 0 | 0 |
| Clock | 0 | 0 | 0 |
| Combinational | 0.0416 | 0.0261 | 0.0677 |
| Total | 0.0416 | 0.0261 | 0.0677 |
## cells in the mapped netlist
master | n | area, um2
sky130_fd_sc_hd__nand2b_1 | 3 | 18.77
sky130_fd_sc_hd__nor2b_1 | 2 | 12.51
sky130_fd_sc_hd__o211ai_1 | 2 | 15.01
sky130_fd_sc_hd__xnor2_1 | 2 | 17.52
sky130_fd_sc_hd__a31oi_1 | 1 | 6.260
sky130_fd_sc_hd__and2b_1 | 1 | 7.510
sky130_fd_sc_hd__inv_1 | 1 | 3.750
sky130_fd_sc_hd__nand4_1 | 1 | 6.260
sky130_fd_sc_hd__nor3b_1 | 1 | 7.510
sky130_fd_sc_hd__o211a_1 | 1 | 10.01
## layer usage
metal,wire [um],global-route usage (%)
met2,255,2.568
met1,271,1.978
met3,49,0.6818
met5,0,0
met4,0,0
## tightest hold or removal path: cells and delay by family
| kind | cells | cell delay, ns |
|---|---|---|
| compound gates | 2 | 0.21 |
| buf+inv | 2 | 0.21 |
## metrics by stage
stage | setup TNS [ns] | util (%) | instance area [um2]
final | 0 | 8.645 | 295.3
after global routing | 0 | 8.645 | 295.3
after CTS | 0 | 9.158 | 312.8
after detailed placement | -1.733 | 7.985 | 272.8
after global placement | -1.647 | 7.985 | 272.8
after floorplan | 0 | - | 105.1
Power is estimated from default activity; no workload was simulated.
