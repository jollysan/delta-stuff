--- flow/run.sh ---
#!/bin/bash
# OpenROAD 26Q1-2900-gdf79404cd8, Yosys 0.63+post, stock flow scripts
make -C /OpenROAD-flow-scripts/flow DESIGN_CONFIG=/design/flow/config.mk WORK_HOME=/design/flow/orfs finish
--- flow/config.mk ---
export PLATFORM = sky130hd
export DESIGN_NAME = bcd_time_count
export DESIGN_NICKNAME = bcd_time_count
export VERILOG_FILES = /design/flow/design.v
export SDC_FILE = /design/flow/constraint.sdc
export NUM_CORES = 4
export LEC_CHECK = 1
export CORE_AREA = 10 10 100 100
export DIE_AREA = 0 0 110 110
--- flow/constraint.sdc ---
current_design bcd_time_count

set clk_period 2.9
set clk_io_pct 0.2

create_clock -name clk0 -period $clk_period [get_ports {clk}]

set non_clock_inputs [all_inputs -no_clocks]
set_input_delay [expr $clk_period * $clk_io_pct] -clock clk0 $non_clock_inputs
set_output_delay [expr $clk_period * $clk_io_pct] -clock clk0 [all_outputs]
--- flow/design.v ---
module bcd_time_count(clk, rst, ms_hr, ls_hr, ms_min, ls_min, ms_sec, ls_sec);
	input clk, rst;
    output reg [3:0] ms_hr = 0, ls_hr = 9, ms_min = 5, ls_min = 8, ms_sec = 5, ls_sec = 5;
	always @ (posedge clk) begin
		if(ls_sec == 9) begin  
			ls_sec = 0;
			if(ms_sec == 5) begin	 
				ms_sec = 0;
				if(ls_min == 9) begin	 
					ls_min = 0;
					if(ms_min == 5) begin	 
						ms_min = 0;
						if(ms_hr == 2) begin		 
							if(ls_hr == 3) begin	 
								ms_hr = 0;
								ls_hr = 0;
							end
							else					 
								ls_hr = ls_hr + 1;	 
						end
						else if (ls_hr == 9) begin	 
							ls_hr = 0;
							ms_hr = ms_hr + 1;
						end
						else						 
							ls_hr = ls_hr + 1;
					end
					else							 
						ms_min = ms_min + 1;
				end
				else								 
					ls_min = ls_min + 1;
			end
			else									 
				ms_sec = ms_sec + 1;
		end
		else										 
			ls_sec = ls_sec + 1;
	end
endmodule
==> flow_summary_export.csv <==
group,metric,value,unit
critical_path,slowest_stage,"edfxtp_1",
synthesis,top_cell,"edfxtp_1",
critical_path,start_kind,"flop",
global_route,grt_pass1_wl,3.95,mm
clock_tree,cts.sinks,24,
detailed_routing,antenna_cells,0,
clock_tree,cts_tree,"done",
detailed_routing,drt_iter0_drc,9,
pwr,ir_worst_vdd,0.186,mV
timing,fmax,476,MHz
hold_path,hold_path_class,"reg2reg",
floorplanning,pin_count,26,
critical_path,path_cells,"inv_1 -> ha_1 -> nor3b_2 -> mux2i_1 -> nor3b_2",
clock_tree,cts_buffer_depth,2,
global_route,grtUsageTotal,4.10,%
critical_path,cp_top_family,"simple AND/OR/NAND/NOR gates",
global_route,grt_pass1_vias,794,
placement,dp_hpwl,1.79,mm
synthesis,avgSynthCellArea,11.7,µm²
clock_tree,cts_buffers,3,
synthesis,synthTopCellsByCount,"edfxtp_1, nor2_1, ha_1",
timing,finalCritPeriodShare,72.4,%
detailed_routing,vias,796,
critical_path,critPathMaxStageDelay,0.45,ns
synthesis,top_cells_by_area,"edfxtp_1, ha_1, dfxtp_1, nor2_1, xnor2_1",
global_route,gr-total-overflow,0,
timing,drv_slew,0,
clock_tree,ctsHoldBuffers,0,
timing,setup_viol,0,
timing,fin_skew,0.00948,ns
floorplanning,die_w,110,µm
final_layout,final_cell_area,1660,µm²
clock_tree,cts_setup_buffers,0,
clock_tree,clock_latency,0.27,ns
flow_run,max-cap-violations,0,
detailed_routing,dr.pass1.iters,3,
synthesis,syn-instance-count,105,
critical_path,crit_required,2.84,ns
final_layout,drive_gt1_share,5.30,%
clock_tree,cts_max_level,1,
detailed_routing,wl_per_cell,10.0,µm
detailed_routing,wirelength,2.35,mm
synthesis,top_cell_area_share,49.0,%
clock_tree,cts_resized,0,
timing,period_minus_slack,2.10,ns
timing,setup_tns,0,ns
synthesis,edf_count,20,
critical_path,setup.worst_path.class,"reg2reg",
pwr,p_total,0.662,mW
timing,hold_slack,0.498,ns
critical_path,worst_ep_arrival_time,2.04,ns
floorplanning,floorplan.core_util,15.7,%
pwr,leakagePower,0.631,nW
synthesis,yosysUniqueCellTypes,23,
detailed_routing,viasPerCell,3.40,
synthesis,ff_type,"edfxtp_1",
synthesis,yosysTopAreaCell,"edfxtp_1",
placement,placed_area,1590,µm²
timing,slew-limit-headroom,73.9,%
timing,rsz0062_at_grt,"no",
critical_path,cp-end-kind,"flop",
run_status,outcome,"completed",
clock_tree,path_clk_slew,0.09,ns
synthesis,ys_chip_area,1230,µm²
floorplanning,dieArea,12100,µm²
placement,place.gp.congestion,0.700,
synthesis,ys_ff,24,
timing,finalHoldViolations,0,
pwr,power_density,398,nW/µm²
detailed_routing,drc_errors,0,
critical_path,path_max_fanout,6,
synthesis,netlist_area,1230,µm²
flow_run,warnings,32,
critical_path,cpMostUsedCell,"nor3b_2",
final_layout,syn2layout_area_growth,35.5,%
critical_path,cp_num_buf_inv,1,
detailed_routing,antenna_left,0,
global_route,grt_max_degree,15,
synthesis,synth_seq_share,55.5,%
synthesis,synth_stat.cells,105,
placement,port_buffers,24,
clock_tree,clockRootBuffer,"clkbuf_8",
floorplanning,coreArea,7810,µm²
floorplanning,die_h,110,µm
synthesis,async_reset_ff_share,0,%
global_route,grt_antenna_before_repair,0,
synthesis,yosys_warnings,1,
floorplanning,std_cell_rows,32,
timing,worstMarginPinSlew,0.389,ns
==> stage by stage <==
stage / worst slack (ns) / cells / utilization [%]
after global placement: 0.827 / 230 / 20.4
after floorplan: 1.06 / 105 / -
after CTS: 0.765 / 234 / 21.3
after detailed placement: 0.772 / 230 / 20.4
final: 0.801 / 234 / 21.3
after global routing: 0.578 / 234 / 21.3
==> power by group <==
part	internal, mW	switching (mW)	total [mW]	leakage [nW]
logic	0	0	0.000000331	0.331
registers	0.367	0	0.367	0.265
clock network	0.184	0.110	0.294	0.0357
total	0.552	0.110	0.662	0.631
==> kinds of logic after synthesis <==
kind of cell,after synthesis,share of synthesized area (%)
buf+inv,10,3.06
fa+ha+maj,12,12.2
compound gates,7,3.78
mux,1,0.816
flops,24,55.5
simple gates,44,19.6
xor+xnor,7,5.00
==> layout make-up <==
class	count	area, µm²
Fill cell	859	6150
Sequential cell	24	681
Multi-Input combinational cell	71	508
Timing Repair Buffer	24	240
Tap cell	102	128
Clock buffer	3	41.3
Inverter	9	33.8
Clock inverter	1	30.0
==> worst register-to-register path, stage by stage (launching register included) <==
cell and delay (ns):
edfxtp_1 0.45, inv_1 0.09, ha_1 0.13, nor3b_2 0.35
mux2i_1 0.37, nor3b_2 0.38
==> per-layer routing <==
metal / track usage, % / vias up / part of all wire, %
met5: 0 / - / 0
met4: 0.465 / 0 / 0.98
met3: 1.94 / 2 / 12
met2: 5.84 / 21 / 39
met1: 5.77 / 359 / 48
li1: - / 414 / -
==> cell usage in the layout, fill, tap and decap left out, drive strengths merged <==
master,synthesis,layout
clkdlybuf4s50,0,24
edfxtp,20,20
nor2,18,18
ha,12,12
inv,9,9
nand3,7,7
xnor2,7,7
and3b,4,4
dfxtp,4,4
a21o,3,3
nand2,3,3
clkbuf,1,3
nor3b,3,3
nand2b,2,2
o21ai,2,2
nor3,2,2
nand3b,2,2
a21oi,1,1
nor2b,1,1
a31o,1,1
or3b,1,1
mux2i,1,1
and3,1,1
bufinv,0,1
==> final timing paths <==
path              startpoint        end  slack (ns)  depth (start not counted)
setup / recovery    ms_hr[0]   ms_hr[3]        0.80                          5
hold / removal     ls_sec[0]  ls_sec[0]        0.50                          1
setup reg to reg    ms_hr[0]   ms_hr[3]        0.80                          5
hold reg to reg    ls_sec[0]  ls_sec[0]        0.50                          1
==> flip-flops by register name (all words and copies together), names as in the netlist <==
name	cells
ms_min	4
ls_min	4
ms_hr	4
ls_hr	4
ms_sec	4
ls_sec	4
Power and IR drop assume default switching activity.
