**flow/config.mk**
```make
export PLATFORM = sky130hd
export DESIGN_NAME = subtract_8bit
export DESIGN_NICKNAME = subtract_8bit
export VERILOG_FILES = /design/flow/design.v
export SDC_FILE = /design/flow/constraint.sdc
export NUM_CORES = 4
export LEC_CHECK = 1
export CORE_AREA = 10 10 70 70
export DIE_AREA = 0 0 80 80
```
**flow/constraint.sdc**
```tcl
current_design subtract_8bit

set clk_period 8.6
set clk_io_pct 0.2

create_clock -name clk0 -period $clk_period

set non_clock_inputs [all_inputs -no_clocks]
set_input_delay [expr $clk_period * $clk_io_pct] -clock clk0 $non_clock_inputs
set_output_delay [expr $clk_period * $clk_io_pct] -clock clk0 [all_outputs]
```
**flow/design.v**
```verilog
module cla_4bit (a, b, cin, sum, cout);	 
	input [3:0] a, b;
	input cin;
	output [3:0] sum;
	output cout;
	wire [3:0] P;
	wire [3:0] G;
	wire [2:0] C;
	generate
		for(genvar i = 0; i < 4; i = i + 1) begin
			and (G[i], a[i], b[i]);
			xor (P[i], a[i], b[i]);
		end
		xor (sum[0], P[0], cin);
		for(genvar i = 1; i < 4; i = i + 1) begin
			xor (sum[i], P[i], C[i-1]);
		end
	endgenerate
assign C[0] = G[0] | (P[0] & cin);
assign C[1] = G[1] | (P[1] & G[0]) | (P[1] & P[0] & cin);
assign C[2] = G[2] | (P[2] & G[1]) | (P[2] & P[1] & G[0]) | (P[2] & P[1] & P[0] & cin);
assign cout = G[3] | (P[3] & G[2]) | (P[3] & P[2] & G[1]) | (P[3] & P[2] & P[1] & G[0]) | (P[3] & P[2] & P[1] & P[0] & cin);
endmodule
module subtract_8bit (a, b, result);
	input [7:0] a, b;
	output [7:0] result;
	wire [7:0] result;
	wire [7:0] neg_b;	 
	wire carry[1:0];	 
	assign neg_b = ~b + 1;	 
	cla_4bit lsbs (a[3:0], neg_b[3:0], 1'b0, result[3:0], carry[0]);	 
	cla_4bit msbs (a[7:4], neg_b[7:4], carry[0], result[7:4], carry[1]);	 
endmodule
```
**flow/run.sh**
```bash
#!/bin/bash
# OpenROAD 26Q1-2900-gdf79404cd8, Yosys 0.63+post, stock flow scripts
make -C /OpenROAD-flow-scripts/flow DESIGN_CONFIG=/design/flow/config.mk WORK_HOME=/design/flow/orfs finish
```
==> impl_metrics.prom <==
# HELP chip_impl_metric Flow report values
# TYPE chip_impl_metric gauge
chip_impl_metric{name="globalRoute.totalOverflow",unit=""} 0
chip_impl_metric{name="cp_num_buf_inv",unit=""} 3
chip_impl_info{name="crit_start",value="b[0]"} 1
chip_impl_metric{name="comb_power_share",unit="%"} 100.0
chip_impl_metric{name="area_delta_synth_final",unit="%"} 77.0
chip_impl_metric{name="cp_max_fo",unit=""} 4
chip_impl_metric{name="n_antenna_cell",unit=""} 0
chip_impl_metric{name="wire_length_on_met1",unit="um"} 466
chip_impl_metric{name="p_seq_share",unit="%"} 0
chip_impl_metric{name="power.leakage",unit="nW"} 0.256
chip_impl_info{name="synth.area.top_cells",value="sky130_fd_sc_hd__ha_1 (26%), sky130_fd_sc_hd__xnor2_1 (18%), sky130_fd_sc_hd__fa_1 (10%), sky130_fd_sc_hd__xor2_1 (9.1%), sky130_fd_sc_hd__nor4_4 (5.5%)"} 1
chip_impl_metric{name="worst_slew_margin_rel",unit="%"} 78.7
chip_impl_metric{name="grt_max_degree",unit=""} 5
chip_impl_metric{name="timing.final.ws_setup",unit="ns"} 2.43
chip_impl_metric{name="total_power",unit="mW"} 0.0509
chip_impl_metric{name="p_sw_share",unit="%"} 34.3
chip_impl_metric{name="die_area",unit="um2"} 6400
chip_impl_metric{name="slew_viol_final",unit=""} 0
chip_impl_metric{name="cts.hold.buffers_added",unit=""} 0
chip_impl_info{name="worst_setup_path_end_kind",value="output pin"} 1
chip_impl_metric{name="final_cell_area",unit="um2"} 684
chip_impl_metric{name="irDropWorstVdd",unit="mV"} 0.0345
chip_impl_metric{name="track_usage",unit="%"} 3.26
chip_impl_metric{name="amount_of_wire_on_met3_after_detailed_routing",unit="um"} 219
chip_impl_metric{name="wire_length_on_met2",unit="um"} 425
chip_impl_metric{name="finalSetupViolCount",unit=""} 0
chip_impl_metric{name="worst-slew-pin-transition",unit="ns"} 0.318
chip_impl_metric{name="netlist_area_pre_place",unit="um2"} 387
chip_impl_metric{name="drt_pre_antenna_iters",unit=""} 2
chip_impl_metric{name="first_global_vias",unit=""} 437
chip_impl_metric{name="fraction_of_synthesized_cell_area_in_xor_and_xnor_cells",unit="%"} 27.2
chip_impl_info{name="critical_path_class",value="in2out"} 1
chip_impl_info{name="slowest_stage",value="sky130_fd_sc_hd__clkdlybuf4s50_1"} 1
chip_impl_metric{name="final.clkbuf_count",unit=""} 0
chip_impl_metric{name="synth.mux.area_fraction",unit="%"} 0
chip_impl_metric{name="detail_route.wl_per_cell",unit="um"} 9.65
chip_impl_metric{name="number_of_remaining_drc_errors",unit=""} 0
chip_impl_info{name="critical_path.top_delay_family",value="buffers and inverters"} 1
chip_impl_metric{name="synthAdderAreaFrac",unit="%"} 36.2
chip_impl_info{name="crit_path_cell_chain",value="clkdlybuf4s50_1 > inv_1 > ha_1 > ha_1 > a211oi_1 > o21bai_1 > fa_1 > xor2_1 > clkdlybuf4s50_1"} 1
chip_impl_metric{name="dieWidth",unit="um"} 80
chip_impl_metric{name="yosys.stat.chipArea",unit="um2"} 387
chip_impl_metric{name="replace_congestion",unit=""} 0.798
chip_impl_metric{name="antenna_violating_nets_post_route",unit=""} 0
chip_impl_metric{name="post_dp_hpwl",unit="mm"} 1.05
chip_impl_metric{name="cap_viol_max_count",unit=""} 0
chip_impl_info{name="min_from",value="a[0]"} 1
chip_impl_metric{name="dpl-instance-area",unit="um2"} 684
chip_impl_metric{name="synthesis.instances",unit=""} 45
chip_impl_metric{name="final.period_utilization",unit="%"} 71.7
chip_impl_metric{name="grt_first_pass_wirelength",unit="mm"} 1.75
chip_impl_metric{name="placed_cells",unit=""} 115
chip_impl_metric{name="initial_core_util",unit="%"} 11.3
chip_impl_metric{name="hold_violations",unit=""} 0
chip_impl_metric{name="filler_free_cell_count_of_the_finished_design",unit=""} 115
chip_impl_metric{name="avgSynthCellArea",unit="um2"} 8.59
chip_impl_metric{name="fmax",unit="MHz"} 162
chip_impl_info{name="yosysTopAreaCell",value="sky130_fd_sc_hd__ha_1"} 1
chip_impl_info{name="grt_setup_unrepaired",value="no"} 1
chip_impl_metric{name="postCtsSetupRepairBufs",unit=""} 0
chip_impl_metric{name="clock_power_share",unit="%"} 0
chip_impl_metric{name="cell_internal_pwr",unit="mW"} 0.0335
chip_impl_metric{name="die_height",unit="um"} 80
chip_impl_metric{name="seq_cells",unit=""} 0
chip_impl_metric{name="number_of_instances_resized_during_post_cts_repair",unit=""} 0
chip_impl_metric{name="tool_warnings",unit=""} 32
chip_impl_metric{name="netSwitchingPower",unit="mW"} 0.0174
chip_impl_info{name="maxUsedRoutingLayer",value="met3"} 1
chip_impl_info{name="status",value="finished, final reports clean"} 1
chip_impl_metric{name="finalSetupTns",unit="ns"} 0
chip_impl_metric{name="vias_per_cell",unit=""} 3.38
chip_impl_metric{name="holdWs",unit="ns"} 4.49
chip_impl_info{name="worstHoldPathType",value="in2out"} 1
chip_impl_metric{name="synth-seq-area-share",unit="%"} 0
chip_impl_metric{name="vias",unit=""} 389
chip_impl_metric{name="top_cell_area_share",unit="%"} 25.9
chip_impl_metric{name="flop_area",unit="um2"} 0
chip_impl_metric{name="worst_slack_at_placement",unit="ns"} 2.37
chip_impl_metric{name="synth_stat.cells",unit=""} 45
chip_impl_metric{name="period_minus_slack",unit="ns"} 6.17
chip_impl_metric{name="p_per_area",unit="nW/um2"} 74.4
chip_impl_metric{name="synth_compound_gate_area_share",unit="%"} 16.2
chip_impl_metric{name="ports_placed_on_the_boundary",unit=""} 24
chip_impl_metric{name="synthesis.yosys.warnings",unit=""} 1
chip_impl_metric{name="simple_gate_share",unit="%"} 18.4
chip_impl_metric{name="antenna_violations_before_repair",unit=""} 0
chip_impl_metric{name="final_util",unit="%"} 20.0
chip_impl_info{name="crit_path_start_kind",value="primary input"} 1
chip_impl_metric{name="std_cell_rows",unit=""} 21
chip_impl_info{name="synth.cells.most_frequent",value="sky130_fd_sc_hd__ha_1 (8), sky130_fd_sc_hd__xnor2_1 (8), sky130_fd_sc_hd__a21oi_1 (4), sky130_fd_sc_hd__nor2_1 (4), sky130_fd_sc_hd__xor2_1 (4)"} 1
chip_impl_metric{name="design.core.area",unit="um2"} 3420
chip_impl_metric{name="critPathRequiredTime",unit="ns"} 6.88
chip_impl_metric{name="timing.critical_path.arrival",unit="ns"} 4.45
chip_impl_metric{name="final_layout_size_suffix_gt1_share",unit="%"} 2.90
chip_impl_metric{name="drt-total-wl",unit="mm"} 1.11
chip_impl_metric{name="cpPeakStageDelay",unit="ns"} 0.54
chip_impl_metric{name="place.port_buffers",unit=""} 24
chip_impl_metric{name="ys_types",unit=""} 18
chip_impl_info{name="logic_family",value="adder cells"} 1
chip_impl_metric{name="first_iter_violations",unit=""} 5
[layer usage]
metal / vias up / GRT usage (%)
li1: 210 / -
met1: 161 / 3.78
met2: 18 / 4.98
met3: 0 / 2.50
met4: 0 / 0
met5: - / 0
[cell families after synthesis]
group | count (synthesis)
xor gates and xnor gates | 12
and+or+nand+nor | 11
buffers and inverters | 2
AOI/OAI and AO/OA | 10
adders and majority gates | 10
[power groups by stage]
stage | Combinational, mW | Clock (mW) | Sequential (mW)
4_1_cts | 0.0521 | 0 | 0
5_1_grt | 0.0566 | 0 | 0
6_report | 0.0509 | 0 | 0
[cells in the final DEF, fill, tap and decap left out, drive strengths merged]
cell           count
a211oi             1
a21boi             1
a21o               1
a21oi              4
and2               1
clkdlybuf4s50     24
fa                 2
ha                 8
inv                2
nand2              2
nor2               4
nor3               2
nor4               1
o211ai             1
o21ai              1
o21bai             1
or4                1
xnor2              8
xor2               4
[final timing paths]
path                        end  cells after the start
worst max-delay path  result[5]                      9
worst min-delay path  result[0]                      3
[area by class of cell]
class | instances | area, um2
repair buffers | 24 | 240
inverters | 2 | 7.51
multi-input cells | 43 | 379
well taps | 46 | 57.6
fillers | 384 | 2730
